**/design/flow/design.v**
```verilog
module IRtest(clk,enable,conduct,ir_send);
	parameter SJQ = 4'b0001 ;   
	parameter SSQW = 4'b0010;  
	parameter SQLY = 4'b0011;  
	parameter SQLE = 4'b0100;  
	parameter SLOW =  4'b0110;  
	parameter SLW = 4'b0111;    
	parameter Skong = 4'b0000;  
	parameter SIDLE  = 4'b1000;  
	input clk ;
	input enable;
	input [2:0]conduct ; 
	output reg ir_send;
	reg clk_r;
	reg [2:0]conductreg; 
	reg [11:0] clk_r_cnt;
	reg [15:0] cnt_time;
	reg [7:0] cnt_num;
	reg [3:0]state;
	reg [3:0]uptemp;
	reg [3:0]downtemp;
	reg [66:0]senddata;
	reg idle;
	reg temp;
	reg [66:0]close;
	reg [66:0]open;
	reg [66:0]zero;
	reg [66:0]sixteen; 
	reg [66:0]seventeen; 
	reg [66:0]eighteen; 
	reg [66:0]nineteen;
	reg [66:0]twenty;
	reg [66:0]twentyone;
	reg [66:0]twentytwo;
	reg [66:0]twentythr;
	reg [66:0]twentyfor;
	reg [66:0]twentyfif;
	reg [66:0]twentysix;
	reg [66:0]twentysev;
	reg [66:0]twentyeig;
	reg [66:0]twentynin;
	reg [66:0]thirty;
	initial 
	begin
	close     =67'b1000_0010_0101_0000_0000_0100_0000_1010_010_0000_1000_0000_0100_0000_0000_0000_0001;
	open      =67'b1001_0010_0101_0000_0000_0100_0000_1010_010_0000_1000_0000_0100_0000_0000_0000_0000;
	senddata  =67'b0000_0010_0000_0000_0000_0000_0000_0000_000_0000_1000_0000_0000_0000_0000_0000_0000;
	zero      =67'b0000_0010_0000_0000_0000_0000_0000_0000_000_0000_1000_0000_0000_0000_0000_0000_0000;
	sixteen   =67'b1001_0010_0000_0000_0000_0100_0000_1010_010_0000_1000_0000_0100_0000_0000_0000_0110;
	seventeen =67'b1001_0010_1000_0000_0000_0100_0000_1010_010_0000_1000_0000_0100_0000_0000_0000_1110;
	eighteen  =67'b1001_0010_0100_0000_0000_0100_0000_1010_010_0000_1000_0000_0100_0000_0000_0000_0001;
	nineteen  =67'b1001_0010_1100_0000_0000_0100_0000_1010_010_0000_1000_0000_0100_0000_0000_0000_1001;
	twenty    =67'b1001_0010_0010_0000_0000_0100_0000_1010_010_0000_1000_0000_0100_0000_0000_0000_0101;
	twentyone =67'b1001_0010_1010_0000_0000_0100_0000_1010_010_0000_1000_0000_0100_0000_0000_0000_1101;
	twentytwo =67'b1001_0010_0110_0000_0000_0100_0000_1010_010_0000_1000_0000_0100_0000_0000_0000_0011;
	twentythr =67'b1001_0010_1110_0000_0000_0100_0000_1010_010_0000_1000_0000_0100_0000_0000_0000_1011;
	twentyfor =67'b1001_0010_0001_0000_0000_0100_0000_1010_010_0000_1000_0000_0100_0000_0000_0000_0111;
	twentyfif =67'b1001_0010_1001_0000_0000_0100_0000_1010_010_0000_1000_0000_0100_0000_0000_0000_1111;
	twentysix =67'b1001_0010_0101_0000_0000_0100_0000_1010_010_0000_1000_0000_0100_0000_0000_0000_0000;
	twentysev =67'b1001_0010_1101_0000_0000_0100_0000_1010_010_0000_1000_0000_0100_0000_0000_0000_1000;
	twentyeig =67'b1001_0010_0011_0000_0000_0100_0000_1010_010_0000_1000_0000_0100_0000_0000_0000_0100;
	twentynin =67'b1001_0010_1011_0000_0000_0100_0000_1010_010_0000_1000_0000_0100_0000_0000_0000_1100;
	thirty    =67'b1001_0010_0111_0000_0000_0100_0000_1010_010_0000_1000_0000_0100_0000_0000_0000_0010;
	state=4'b0000;
	cnt_time=16'b0;
	cnt_num=8'b0;
	clk_r=0;
	clk_r_cnt=12'b0;
	idle = 1;
	ir_send=0;
	conductreg=0;
	uptemp=0;
	downtemp=0;
	temp =0;
	end
	always@(posedge clk )
	begin
		if(clk_r_cnt==660)
		begin
			clk_r <= ~clk_r;
			clk_r_cnt <= 12'b0;
		end
		else clk_r_cnt <= clk_r_cnt+1;
	end
	always@(posedge enable)
	begin
		if(conduct!=0)
		conductreg <= conduct;
	end
	always@(negedge enable)
	begin
		if(conductreg==3&&(uptemp<downtemp||uptemp-downtemp<4))uptemp<=uptemp+1;
		else if (conductreg==4&&(downtemp<uptemp||downtemp-uptemp<10))downtemp<=downtemp+1;
		else if (conductreg==2)
		begin
			downtemp<=0;
			uptemp<=0;
		end
	end
	always@(posedge clk_r)
	begin
		if(enable==1)temp<=1;
		if(conductreg==1&&temp!=0)senddata<=open;
		else if(conductreg==2&&temp!=0)
		begin
			senddata<=close;
		end
		else if(conductreg==3&&temp!=0)
		begin
			if(uptemp==downtemp)senddata<=twentysix;
			else if(uptemp>downtemp)
			begin
				case(uptemp-downtemp)
				4'b0001:senddata<=twentysev;
				4'b0010:senddata<=twentyeig;
				4'b0011:senddata<=twentynin;
				4'b0100:senddata<=thirty;
				default:senddata<=thirty;
				endcase
			end
			else if(downtemp>uptemp)
			begin
				case(downtemp-uptemp)
				4'b0001:senddata<=twentyfif;
				4'b0010:senddata<=twentyfor;
				4'b0011:senddata<=twentythr;
				4'b0100:senddata<=twentytwo;
				4'b0101:senddata<=twentyone;
				4'b0110:senddata<=twenty;
				4'b0111:senddata<=nineteen;
				4'b1000:senddata<=eighteen;
				4'b1001:senddata<=seventeen;
				4'b1010:senddata<=sixteen;
				default:senddata<=sixteen;
				endcase
			end
		end
		else if(conductreg==4&&temp!=0)
		begin
			if(uptemp==downtemp)senddata<=twentysix;
			else if(uptemp>downtemp)
			begin
				case(uptemp-downtemp)
				4'b0001:senddata<=twentysev;
				4'b0010:senddata<=twentyeig;
				4'b0011:senddata<=twentynin;
				4'b0100:senddata<=thirty;
				default:senddata<=thirty;
				endcase
			end
			else if(downtemp>uptemp)
			begin
				case(downtemp-uptemp)
				4'b0001:senddata<=twentyfif;
				4'b0010:senddata<=twentyfor;
				4'b0011:senddata<=twentythr;
				4'b0100:senddata<=twentytwo;
				4'b0101:senddata<=twentyone;
				4'b0110:senddata<=twenty;
				4'b0111:senddata<=nineteen;
				4'b1000:senddata<=eighteen;
				4'b1001:senddata<=seventeen;
				4'b1010:senddata<=sixteen;
				default:senddata<=sixteen;
				endcase
			end
		end
		if((conductreg!=0)&&(senddata!=zero)) 
		begin
			case(state)
				Skong:
				begin
					state <= SJQ;
					ir_send<=1;
					idle<=0;
				end
				SJQ:
				begin
					cnt_time<=cnt_time+1;
					if(cnt_time==337)
					begin
						cnt_time<=0;
						ir_send<=0;
						state<=SSQW;
					end
				end
				SSQW:
				begin
					cnt_time<=cnt_time+1;
					if(cnt_time==170)
					begin
						cnt_time<=0;
						ir_send<=1;
						state<=SQLY;
					end
				end
				SQLY:
				begin
					cnt_time<=cnt_time+1;
					if(cnt_time==23)
					begin
						if(cnt_num==67)
						begin
							cnt_num<=0;
							cnt_time<=0;
							ir_send<=0;
							state<=SIDLE;
							idle<=1;
							senddata<=67'b0000_0000_0000_0000_0000_0000_0000_0000_000_0000_0000_0000_0000_0000_0000_0000_0000;
							temp <=0;
						end
						else
						begin
							cnt_time<=0;
							ir_send<=0;
							state<=SLOW;
							cnt_num<=cnt_num+1;
						end
					end
				end
				SLOW:
				begin
					if(senddata[67-cnt_num]==1)
					begin
						cnt_time<=cnt_time+1;
						if(cnt_time==62)
						begin
							cnt_time<=0;
							ir_send<=1;
							if(cnt_num == 35)
							state<=SQLE;
							else state<=SQLY;
						end
					end
					else if(senddata[67-cnt_num]==0)
					begin
						cnt_time<=cnt_time+1;
						if(cnt_time==20)
						begin
							cnt_time<=0;
							ir_send<=1;
							if(cnt_num == 35)
							state<=SQLE;
							else state<=SQLY;
						end
					end
				end
				SQLE:
				begin
					cnt_time<=cnt_time+1;
					if(cnt_time==23)
					begin
						cnt_time<=0;
						ir_send<=0;
						state<=SLW;
					end
				end
				SLW:
				begin
					cnt_time<=cnt_time+1;
					if(cnt_time==759)
					begin
						cnt_time<=0;
						ir_send<=1;
						state<=SQLY;
					end
				end
				SIDLE:
				begin
					cnt_time<=cnt_time+1;
					if(cnt_time==20000)
					begin
						cnt_time<=0;
						state<=Skong;
					end
				end
				default;
			endcase
		end
	end
endmodule
```
**/design/flow/run.sh**
```bash
#!/bin/bash
# OpenROAD 26Q1-2900-gdf79404cd8, Yosys 0.63+post, stock flow scripts
make -C /OpenROAD-flow-scripts/flow DESIGN_CONFIG=/design/flow/config.mk WORK_HOME=/design/flow/orfs finish
```
**/design/flow/config.mk**
```make
export PLATFORM = sky130hd
export DESIGN_NAME = IRtest
export DESIGN_NICKNAME = IRtest
export VERILOG_FILES = /design/flow/design.v
export SDC_FILE = /design/flow/constraint.sdc
export NUM_CORES = 4
export LEC_CHECK = 1
export CORE_UTILIZATION = 50
```
**/design/flow/constraint.sdc**
```tcl
current_design IRtest

set clk_period 3.9
set clk_io_pct 0.2

create_clock -name clk0 -period $clk_period [get_ports {clk}]
create_clock -name clk1 -period $clk_period [get_ports {enable}]

set non_clock_inputs [all_inputs -no_clocks]
set_input_delay [expr $clk_period * $clk_io_pct] -clock clk0 $non_clock_inputs
set_output_delay [expr $clk_period * $clk_io_pct] -clock clk0 [all_outputs]
```
==> impl_metrics.tcl <==
# metrics dict for downstream scripts
set metrics [dict create \
    hp-start "clk_r_cnt[11]" \
    drt-wirelength-per-cell_um 14.6 \
    synthesis.area_mm2 0.00647 \
    reg2reg_from "conductreg[1]" \
    n_antenna_cell 0 \
    warning_count 37 \
    clock_power_share 0.492 \
    power_frac_comb 0.245 \
    clk_pin_slew_ns 0.04 \
    rows 41 \
    die_area_mm2 0.0134 \
    synth_stat.cells 658 \
    lay_top_count "dfxtp_1" \
    routed_wl_um 12100 \
    gp_congestion 0.860 \
    fill_cells 1096 \
    lay_top_cells "80 x dfxtp_1, 69 x nor2_1, 55 x and2_1" \
    crit_required_ns 2.09 \
    critical_path_class "reg -> reg" \
    synth_area_per_cell_um2 9.83 \
    firstDrtPassIters 4 \
    drc_errors 0 \
    drive_gt1_frac 0.0805 \
    peakVddDrop_mv 0.442 \
    hold_viol_final 0 \
    post_cts_buffers 0 \
    rsz0062_at_grt "no" \
    post_cts_resized 0 \
    status "complete, no violations" \
    power_density_mw_per_mm2 163 \
    slowest_delay_ns 0.47 \
    leakagePower_nw 2.64 \
    untimed_endpoints 127 \
    via_count 4484 \
    holdBufCountCts 0 \
    top_cell_area_share 0.248 \
    edf_count 41 \
    grt_pass1_wl_um 20900 \
    grt_pass1_vias 4329 \
    fp_util 0.512 \
    hold_path_class "reg -> reg" \
    setup_viol 0 \
    skew_ns 0.0970 \
    slew_violations 0 \
    grt.overflow.total 0 \
    syn_inst 658 \
    slew_headroom 0.414 \
    synth.area.top_cells "dfxtp_1 25%, edfxtp_1 19%, and2_1 5.3%" \
    cp_data_arrival_time_ns 1.68 \
    ys_async_sr_fraction 0 \
    p_switching_uw 315 \
    syn_to_final_growth_pct 6.19 \
    crit_chain "nor3b_1, o31ai_1, nand2_1" \
    crit_start "conductreg[1]" \
    worstMarginPinSlew_ns 0.879 \
    die_h_um 116 \
    grt_max_degree 98 \
    intPower_uw 802 \
    unclocked_pins 97 \
    switching_share 0.282 \
    ys_types 69 \
    drv_cap 0 \
    cp_slowest_cell "edfxtp_1" \
    ys_seq_frac 0.438 \
    worstSetupEndpointType "flip-flop" \
    critPathMaxFanout 7 \
    dp_cells 812 \
    ios 6 \
    stdcell_count 830 \
    top_area_cell "dfxtp_1" \
    yosysChipArea_mm2 0.00647 \
    fin_tns_setup_ns 0 \
    drt_iter0_markers 319 \
    cts_tree "built" \
    io_buffers 4 \
    via_per_inst 5.40 \
    yosys_warnings 1 \
    core-area_mm2 0.0126 \
    dieWidth_um 116 \
    ant_nets 0 \
    gr-usage-all-layers 0.203 \
    ff_type "dfxtp_1" \
    seq_power_share 0.263 \
    dp_hpwl_um 8860 \
    antenna_found_initial 0 \
    critPathLaunchType "flip-flop" \
    numSynthFlops 121 \
]
cells in the mapped netlist, types with 3 or more instances:
master    instances
a21oi_1          20
nand2b_1          4
nor4_1           19
mux4_1            3
o21ai_0           9
a211oi_1          5
nor3_1           12
a22oi_1           6
xor2_1           21
nor2b_1          16
mux4_2            7
buf_6             4
nand2_1          47
nor2_1           70
xnor2_1          20
or3_1             4
o21a_1            4
a31oi_1           5
and2_1           55
mux2i_1          12
a21oi_2          10
nor4b_1           5
nor3b_1           3
edfxtp_1         41
mux2_2            6
inv_1            30
nand4_1          15
dfxtp_1          80
and3_1            7
ha_1             19
o31ai_1           3
nand3b_1          5
clkbuf_1         19
nand3_1          22
power by group through the flow:
stage	combinational, mW	clock, mW	sequential (mW)
after global routing	0.306	0.581	0.295
after CTS	0.274	0.560	0.294
final	0.274	0.550	0.293
flip-flops by register name, summed over array words and instances (netlist names), 3 cells and up:
signal,count
cnt_time,16
uptemp,4
conductreg,3
cnt_num,8
downtemp,4
clk_r_cnt,12
state,4
senddata,67
worst paths after layout:
| check | endpoint | slack (ns) | depth (start not counted) |
|---|---|---|---|
| worst max-delay path | downtemp[2] | 0.40 | 3 |
| worst min-delay path | clk_r_cnt[11] | 0.46 | 1 |
| worst max register to register | downtemp[2] | 0.40 | 3 |
| worst min register to register | clk_r_cnt[11] | 0.46 | 1 |
| max in group clk0 | clk_r | 2.11 | 4 |
| min in group clk1 | downtemp[0] | 0.65 | 1 |
metrics by stage:
stage / worst slack, ns / power (mW) / cell area (µm²) / utilization / hold slack (ns)
CTS: 0.380 / 1.13 / 6870 / 0.544 / 0.455
global placement: 0.366 / 0.580 / 6610 / 0.523 / 0.444
global route: 0.207 / 1.18 / 6870 / 0.544 / 0.477
detailed placement: 0.311 / 0.583 / 6610 / 0.523 / 0.445
floorplan: 0.550 / 0.520 / 6470 / - / 0.432
finish: 0.402 / 1.12 / 6870 / 0.544 / 0.456
area by class of cell:
| cell class | instances | area, µm² | area share |
|---|---|---|---|
| clock buffers | 10 | 229 | 0.0333 |
| clock inverters | 9 | 35.0 | 0.00510 |
| inverters | 29 | 109 | 0.0159 |
| multi-input cells | 479 | 3360 | 0.489 |
| flip-flops and latches | 121 | 2830 | 0.413 |
| well taps | 172 | 215 | 0.0313 |
| repair buffers | 10 | 85.1 | 0.0124 |
worst max-delay path, delay by kind of cell, from the launching register on:
kind	cells	cell delay, ns
AND-OR/OR-AND	1	0.26
AND/OR/NAND/NOR	2	0.62
flip-flops	1	0.47
kinds of logic after synthesis:
logic type,after synthesis,synth area share
AND-OR/OR-AND,89,0.0989
multiplexers,29,0.0677
flip-flops,121,0.438
XOR/XNOR,44,0.0668
buffers and inverters,58,0.0426
adder cells (fa/ha/maj),21,0.0430
AND/OR/NAND/NOR,296,0.243
metal layers:
layer  GRT usage  share of wire  up-vias
li1            -              -     2315
met1       0.333           0.51     2091
met2       0.317           0.46       70
met3      0.0240          0.025        8
met4      0.0248         0.0089        0
met5           0              0        -
Power and IR drop assume default switching activity.
