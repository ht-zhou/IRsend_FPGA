[design/flow/design.v]
module HumidityControl(clk, rxDone, rxData, outControl);
input rxDone;
input [7:0] rxData;
input clk;
output reg outControl;
reg [25:0] counter;
reg state;
reg finish;
initial 
begin
	outControl <= 1'b0;
	counter <= 26'd0;
	state <= 1'b0;
	finish <= 1'b0;
end
always @ (posedge clk)
begin
	if(state == 1'b1)
	begin
	if(counter < 26'd50000000)
		begin
		counter <= counter + 1;
		finish <= 1'b0;
		end
	else
		begin
		counter <= 26'd0;
		finish <= 1'b1;
		end
	end
	else
	begin
		counter <= 26'd0;
		finish <= 1'b0;
	end
end
always @ (posedge rxDone or posedge finish)
begin
	if (finish)
	begin 
		state <= 1'b0;
		outControl <= 1'b0;
	end
	else if (rxData == 8'd54)
	begin
		state <= 1'b1;
		outControl <= 1'b1;
	end
	else
	begin 
		state <= 1'b0;
		outControl <= 1'b0;
	end
end
endmodule
[design/flow/run.sh]
#!/bin/bash
# OpenROAD 26Q1-2900-gdf79404cd8, Yosys 0.63+post, stock flow scripts
make -C /OpenROAD-flow-scripts/flow DESIGN_CONFIG=/design/flow/config.mk WORK_HOME=/design/flow/orfs finish
[design/flow/config.mk]
export PLATFORM = sky130hd
export DESIGN_NAME = HumidityControl
export DESIGN_NICKNAME = HumidityControl
export VERILOG_FILES = /design/flow/design.v
export SDC_FILE = /design/flow/constraint.sdc
export NUM_CORES = 4
export LEC_CHECK = 1
export CORE_AREA = 10 10 99 99
export DIE_AREA = 0 0 109 109
[design/flow/constraint.sdc]
current_design HumidityControl

set clk_period 1.0
set clk_io_pct 0.2

create_clock -name clk0 -period $clk_period [get_ports {clk}]
create_clock -name clk1 -period $clk_period [get_ports {rxDone}]

set non_clock_inputs [all_inputs -no_clocks]
set_input_delay [expr $clk_period * $clk_io_pct] -clock clk0 $non_clock_inputs
set_output_delay [expr $clk_period * $clk_io_pct] -clock clk0 [all_outputs]
==> impl_metrics.yaml <==
# flow metrics
outcome:
  status: "finished with violations"
  violations: "setup timing"
synth:
  ys_cells: 149
  ys.flop_type: "dfxtp_1"
  yosys_register_bits: 28
  ys_sh_mux_pct: 0
  synth.distinct_cells: 35
  ys_area_mm2: 0.00138
  simple_gate_share_pct: 28.4
  yosys_warnings: 1
  synthArstFlopShare_pct: 3.57
  yosysSeqAreaShare_pct: 41.0
  synthAoiAreaFrac_pct: 17.6
  synth-edff-count: 0
  syn-instance-count: 149
  logic_family: "simple AND/OR/NAND/NOR gates"
  syn_area_mm2: 0.00138
  xor_area_share_pct: 6.98
  adder_share_pct: 0.907
  syn_area_per_cell_um2: 9.26
layout:
  layout-drive-gt1-share_pct: 55.4
  syn2layout_area_growth_pct: 66.0
  finalCoreUtilization_pct: 29.6
pwr:
  power_density_mw_per_mm2: 766
  max-vdd-ir-drop_mv: 0.422
  p_leak_nw: 0.791
clock_network:
  path_clk_slew_ns: 0.09
  clockBufferDepth: 2
  cts_buffers: 3
  root_buffer: "clkbuf_8"
  hold_buffers: 0
  h-tree-depth: 1
  cts_tree: "built"
place:
  gp_congestion: 0.763
  dp_hpwl_um: 2410
  portBuffers: 9
critical_path:
  worst_ep_arrival_time_ns: 1.79
  rr_endpoint: "counter[18]"
  end_kind: "register"
  worstPathRequired_ns: 1.19
  r2r_cells: 5
  criticalPathCategory: "register to register"
  start_kind: "register"
  reg2reg_from: "counter[13]"
  worst-path-max-fanout: 3
  regToRegSetupSlack_ns: -0.60
drt:
  drc: 0
  dr.pass1.iters: 4
  vias: 1366
  ant_nets: 0
  drt_iter0_markers: 37
  diodes: 0
  avgViaCountPerCell: 4.34
  routed_wl_um: 3460
  wire_per_inst_um: 11.0
die:
  fp_util_pct: 17.9
  die_width_um: 109
  io_pins: 11
  core.rowCount: 32
  die-height_um: 109
  die-area_mm2: 0.0119
  coreArea_mm2: 0.00773
global_route:
  grt_pass1_vias: 1301
  antenna_found_initial: 0
  globalRouteTotalUtil_pct: 5.89
  grt_overflow: 0
  grt_max_degree: 24
  grt_pass1_wl_um: 5910
hold_path:
  holdCritPathClass: "register to register"
  hold_end: "finish"
  min_path_cells: 2
  hp-start: "outControl"
timing:
  whs_ns: 0.284
  worst_slew_pin_slew_ns: 0.447
  hold_violations: 0
  maxSlewHeadroom_pct: 70.2
  rsz0062_at_grt: "yes"
  setup_viol: 27
  finalSetupTns_ns: -14.86
  clock_skew_ns: 0.00226
  setup_ws_ns: -0.598
  final_max_slew_viol_count: 0
job:
  drv_cap: 0
  warnings: 30
[how the worst max path moves through the flow]
stage / start / to / slack [ns] / cells after the start
CTS: counter[13] / counter[15] / -0.61 / 6
global route: counter[13] / counter[18] / -0.68 / 5
finish: counter[13] / counter[18] / -0.60 / 5
[sequential cells by signal, indices dropped and copies added (netlist names)]
signal and count:
counter 26, finish 1, outControl 1
[final cells by class]
type | count | area (um2)
fill | 767 | 5440
multi-input combinational | 109 | 923
timing repair buffer | 68 | 588
tap | 102 | 128
inverter | 4 | 15.0
sequential | 28 | 592
clock buffer | 4 | 45.0
[power breakdown]
part	internal [mW]	switching [mW]	total [mW]
Combinational	0.0235	0.00682	0.0303
Clock	0.285	0.330	0.615
Sequential	1.11	0.000228	1.11
Total	1.42	0.337	1.76
[worst max-delay path, cell delays in order (launching register included)]
cell	delay [ns]
dfxtp_2	0.34
and4_4	0.23
buf_6	0.11
nand4_1	0.12
or4_4	0.51
a211oi_2	0.22
[what timing repair did]
item                                    4_1_cts  5_1_grt
gates resized                                20       14
buffers inserted                              9        1
pin swaps                                    14       16
endpoints found under the setup margin       29       28
[synth_stat cells, types with 3 or more instances]
cell | number | share of area, %
xnor2_1 | 3 | 1.9
dfxtp_1 | 27 | 39
a211oi_1 | 11 | 6.0
and4_1 | 3 | 1.9
nand2_1 | 9 | 2.4
nand3_1 | 9 | 3.3
xor2_1 | 8 | 5.1
and3_1 | 4 | 1.8
or3_1 | 7 | 3.2
nor3_1 | 12 | 4.4
or4_1 | 7 | 3.8
o21ai_0 | 7 | 2.5
nand4_1 | 7 | 3.2
inv_1 | 4 | 1.1
buf_2 | 3 | 1.1
o31ai_1 | 6 | 3.3
[metrics by stage]
| step | setup WS (ns) | cells | instance area (um2) | total power, mW |
|---|---|---|---|---|
| after floorplan | -0.552 | 149 | 1530 | 1.15 |
| after global routing | -0.684 | 315 | 2290 | 1.83 |
| final | -0.598 | 315 | 2290 | 1.76 |
| after global placement | -0.601 | 301 | 2070 | 1.18 |
| after CTS | -0.611 | 314 | 2230 | 1.81 |
| after detailed placement | -0.618 | 301 | 2070 | 1.18 |
[layer usage]
layer	part of all wire (%)	GRT usage [%]
met4	1.5	0.847
met2	46	9.38
met5	0	0
met1	50	8.63
met3	2.3	0.597
[cells by family (layout without fill, tap and decap cells)]
kind of cell | count (synthesis) | after routing
XOR/XNOR | 11 | 11
AND/OR/NAND/NOR | 66 | 66
flip-flops | 28 | 28
buffers and inverters | 12 | 76
AND-OR/OR-AND | 31 | 31
adder cells (fa/ha/maj) | 1 | 1
[placed cells by master (no fill, tap or decap), types with 5 or more instances in the layout]
| cell type | synthesis | layout |
|---|---|---|
| dfxtp_1 | 27 | 10 |
| o31ai_1 | 6 | 5 |
| buf_6 | 2 | 5 |
| dlygate4sd2_1 | 0 | 5 |
| nand4_1 | 7 | 7 |
| xor2_1 | 8 | 8 |
| nor3_2 | 0 | 12 |
| buf_4 | 2 | 51 |
| nand2_1 | 9 | 8 |
| a211oi_2 | 2 | 10 |
| nand3_1 | 9 | 9 |
| o21ai_0 | 7 | 7 |
| dfxtp_2 | 0 | 15 |
| or3_1 | 7 | 6 |
Power is estimated from default activity; no workload was simulated.
