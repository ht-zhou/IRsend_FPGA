File: /design/flow/design.v
module UART_rs232_rx (Clk,Rst_n,RxEn,RxData,RxDone,Rx,Tick,NBits);
input Clk, Rst_n, RxEn,Rx,Tick;		
input [3:0]NBits;			
output RxDone;				
output [7:0]RxData;			
parameter  IDLE = 1'b0, READ = 1'b1; 	
reg  State;
reg  Next;			
reg  read_enable = 1'b0;		
reg  start_bit = 1'b1;			 
reg  RxDone = 1'b0;			
reg [4:0] Bit = 5'b00000;		
reg [3:0] counter = 4'b0000;		
reg [7:0] Read_data= 8'b00000000;	
reg [7:0] RxData;			
always @ (posedge Clk or negedge Rst_n)			
begin
if (!Rst_n)	State <= IDLE;				
else 		State <= Next;				
end
always @ (State or Rx or RxEn or RxDone)
begin
    case(State)	
	IDLE:	if(!Rx & RxEn)		Next = READ;	  
		else			Next = IDLE;
	READ:	if(RxDone)		Next = IDLE; 	  
		else			Next = READ;
	default 			Next = IDLE;
    endcase
end
always @ (State or RxDone)
begin
    case (State)
	READ: begin
		read_enable <= 1'b1;			
	      end
	IDLE: begin
		read_enable <= 1'b0;		
	      end
    endcase
end
always @ (posedge Tick)
	begin
	if (read_enable)
	begin
	RxDone <= 1'b0;							
	counter <= counter+1;						
	if ((counter == 4'b1000) & (start_bit))				 
	begin
	start_bit <= 1'b0;
	counter <= 4'b0000;
	end
	if ((counter == 4'b1111) & (!start_bit) & (Bit < NBits))	 
	begin
	Bit <= Bit+1;
	Read_data <= {Rx,Read_data[7:1]};
	counter <= 4'b0000;
	end
	if ((counter == 4'b1111) & (Bit == NBits)  & (Rx))		 
	begin
	Bit <= 4'b0000;
	RxDone <= 1'b1;
	counter <= 4'b0000;
	start_bit <= 1'b1;						
	end
	end
end
always @ (posedge Clk)
begin
if (NBits == 4'b1000)
begin
RxData[7:0] <= Read_data[7:0];	
end
if (NBits == 4'b0111)
begin
RxData[7:0] <= {1'b0,Read_data[7:1]};	
end
if (NBits == 4'b0110)
begin
RxData[7:0] <= {1'b0,1'b0,Read_data[7:2]};	
end
end
endmodule
File: /design/flow/run.sh
#!/bin/bash
# OpenROAD 26Q1-2900-gdf79404cd8, Yosys 0.63+post, stock flow scripts
make -C /OpenROAD-flow-scripts/flow DESIGN_CONFIG=/design/flow/config.mk WORK_HOME=/design/flow/orfs finish
File: /design/flow/constraint.sdc
current_design UART_rs232_rx

set clk_period 1.3
set clk_io_pct 0.2

create_clock -name clk0 -period $clk_period [get_ports {Clk}]
create_clock -name clk1 -period $clk_period [get_ports {Tick}]

set non_clock_inputs [all_inputs -no_clocks]
set_input_delay [expr $clk_period * $clk_io_pct] -clock clk0 $non_clock_inputs
set_output_delay [expr $clk_period * $clk_io_pct] -clock clk0 [all_outputs]
File: /design/flow/config.mk
export PLATFORM = sky130hd
export DESIGN_NAME = UART_rs232_rx
export DESIGN_NICKNAME = UART_rs232_rx
export VERILOG_FILES = /design/flow/design.v
export SDC_FILE = /design/flow/constraint.sdc
export NUM_CORES = 4
export LEC_CHECK = 1
export CORE_UTILIZATION = 30
==> impl_metrics.yaml <==
# synthesis and place-and-route metrics
placed_design:
  io_buffers: 16
  dpl.hpwl_mm: 1.77
  place_congestion: 0.810
  dp_slack_ns: -0.883
die:
  num_io_pins: 18
  fp_util_pct: 31.5
  rows: 24
  fp.dieW_um: 69.9
  die_y_um: 69.9
  coreArea_um2: 4380
  dieArea_um2: 4880
yosys:
  synth_cells: 107
  ys_chip_area_um2: 1380
  syn_avg_cell_area_um2: 12.9
  syn_area_um2: 1380
  top_area_cell: "edfxtp_1"
  ys_warn_count: 1
  top_area_share_pct: 54.3
  ys.flops: 28
  ys_types: 28
  synthTopCellsByArea: "edfxtp_1, ha_1, mux2i_1"
  yosysCellCount: 107
  ys_seq_share_pct: 59.0
final_layout:
  utilization_pct: 47.5
  synthToLayoutAreaGrowth_pct: 50.5
  drive_gt1_share_pct: 41.0
detailed_routing:
  ant_nets: 0
  drc: 0
  drt-pass1-iter-count: 3
  wire_per_inst_um: 11.5
  vias_per_cell: 4.42
  vias: 941
  wl_mm: 2.46
  first_iter_violations: 21
  antenna_cells: 0
clocking:
  path_clk_slew_ns: 0.07
  clock-sinks: 28
  cts_tree: "done"
  ctsHoldBuffers: 0
global_routing:
  first_global_vias: 1009
  grt_start_max_net_pins: 16
  antenna_found_initial: 0
  grt_use_total_pct: 11.3
  grt_pass1_wl_mm: 4.35
  gr-total-overflow: 0
setup_path:
  critPathCaptureType: "register"
  rrSetupSlack_ns: -0.52
  cp_max_fo: 5
  worstSetupStartpointType: "register"
  criticalPathCategory: "register to register"
  cp.required_ns: 1.32
  timing.rr.start: "Bit[1]$_SDFFCE_PN0P_"
  crit_arrival_ns: 1.83
  startpoint: "Bit[1]$_SDFFCE_PN0P_"
flow_run:
  warning_count: 30
  maxCapViolCount: 0
sta:
  maxSlewHeadroom_pct: 81.1
  rsz0062_at_grt: "true"
  hold_ws_ns: 0.173
  skew_ns: 0.00355
  slew_viol_final: 0
  setup_viol_count_final: 25
  fin_ws_ns: -0.518
  hold_viol: 0
  worst_slew_pin_slew_ns: 0.284
power:
  irDropWorstVdd_v: 0.000749
  p_per_area_nw_per_um2: 1060
  leakagePower_nw: 0.834
run_status:
  status: "finished, violations left"
  violations: "negative setup slack"
worst_hold_path:
  hold_class: "input port to asynchronous set/reset pin"
-- worst max-delay path, stage by stage (launching register included) --
cell       delay [ns]
edfxtp_1         0.44
ha_4             0.31
nand2b_4         0.06
a2111oi_4        0.31
buf_4            0.18
o21bai_4         0.09
and2_4           0.19
-- final cells by class --
type                       instances  area [um^2]
sequential                        28          818
multi-input combinational         68          654
inverter                           9         36.3
timing repair buffer              48          417
tap                               52         65.1
clock buffer                       8         90.1
fill                             358         2300
-- logic make-up (layout without fill, tap and decap cells) --
kind of cell    count (synthesis)  count (layout)  synth area share, %
fa+ha+maj                       7               7                 6.33
mux                             8               8                 5.79
simple gates                   36              36                 16.1
xor+xnor                        5               5                 3.17
flops                          28              28                 59.0
buf+inv                        11              65                 3.08
compound gates                 12              12                 6.52
-- synth_stat cells (all sizes together) --
cell	number
edfxtp	25
inv	9
ha	7
nor3b	1
or3	1
buf	1
xor2	3
and2	1
nand2b	1
o21ai	7
dfxtp	2
nand2	9
dfrtp	1
a31oi	1
clkbuf	1
and2b	1
o21bai	1
nand4b	1
xnor2	2
a21oi	2
nand3	5
nor3	4
a2111oi	1
nor4	1
mux2i	8
and4b	1
nor2	10
-- per-layer routing --
| metal | global-route usage [%] | wire length (um) |
|---|---|---|
| met5 | 0 | 0 |
| met4 | 1.78 | 12 |
| met3 | 2.77 | 102 |
| met1 | 17.0 | 1200 |
| met2 | 17.7 | 1150 |
-- state kept, by name, indices dropped and copies added, names as in the netlist --
signal	cells
RxData	8
State	1
RxDone	1
Read_data	8
Bit	5
counter	4
start_bit	1
-- final timing paths --
| kind | to | depth (start not counted) |
|---|---|---|
| min in group clk1 | Read_data[0]$_DFFE_PP_ | 0 |
| min in group clk0 | State$_DFF_PN0_ | 1 |
| max in group clk0 | RxData[7] | 1 |
| max in group asynchronous | State$_DFF_PN0_ | 1 |
| worst min-delay path | State$_DFF_PN0_ | 1 |
| worst max register to register | Bit[3]$_SDFFCE_PN0P_ | 6 |
| worst max-delay path | Bit[3]$_SDFFCE_PN0P_ | 6 |
| worst min register to register | State$_DFF_PN0_ | 1 |
-- cells in the final DEF (no fill, tap or decap), types with 4 or more instances in the layout --
cell type	instances
dlygate4sd2_1	5
edfxtp_1	25
ha_4	4
o21ai_0	7
buf_4	26
clkdlybuf4s50_1	11
mux2i_1	8
nand2_1	8
inv_1	5
nor2_1	7
clkbuf_8	6
buf_6	6
-- where the power goes --
| part | leakage [nW] | internal, mW | total (mW) | switching [mW] |
|---|---|---|---|---|
| registers | 0.262 | 1.05 | 1.09 | 0.0377 |
| clock network | 0.0455 | 0.431 | 0.713 | 0.282 |
| logic | 0.527 | 0.226 | 0.400 | 0.173 |
| total | 0.834 | 1.71 | 2.20 | 0.493 |
-- per-stage QoR --
stage	power, mW	cell area [um^2]	TNS [ns]	instances
after global routing	2.32	2080	-10.72	213
after floorplan	1.26	1410	-6.72	107
final	2.20	2080	-8.93	213
after CTS	2.18	2030	-10.26	211
after global placement	1.42	1810	-21.79	197
after detailed placement	1.42	1810	-22.39	197
-- what timing repair did --
item	4_1_cts	5_1_grt
gates resized	21	13
gates cloned	0	0
pin swaps	10	7
setup buffers	8	4
setup endpoints to repair	38	38
Power is estimated from default activity; no workload was simulated.
